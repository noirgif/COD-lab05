==> flow/design.v <==
module pc(
	input clk,
	input PCSrc,
	input [31:0] SignImm,
	input [25:0] jaddr,
	input Jump,
	output reg [31:0] PC,
	output [31:0] PCPlus
);
wire [31:0] PCj, PCb;
assign PCPlus = PC + 4;
assign PCj = Jump ? {PCPlus[31:28], jaddr, 2'b0} : PCb;
assign PCb = PCSrc ? PCPlus + (SignImm << 2) : PCPlus;
always @(posedge clk)
begin
	PC <= PCj;
end
initial
    PC = 0;
endmodule
==> flow/run.sh <==
#!/bin/bash
# OpenROAD 26Q1-2900-gdf79404cd8, Yosys 0.63+post, stock flow scripts
make -C /OpenROAD-flow-scripts/flow DESIGN_CONFIG=/design/flow/config.mk WORK_HOME=/design/flow/orfs finish
==> flow/config.mk <==
export PLATFORM = sky130hd
export DESIGN_NAME = pc
export DESIGN_NICKNAME = pc
export VERILOG_FILES = /design/flow/design.v
export SDC_FILE = /design/flow/constraint.sdc
export NUM_CORES = 4
export LEC_CHECK = 1
export CORE_UTILIZATION = 50
==> flow/constraint.sdc <==
current_design pc

set clk_period 13.7
set clk_io_pct 0.2

create_clock -name clk0 -period $clk_period [get_ports {clk}]

set non_clock_inputs [all_inputs -no_clocks]
set_input_delay [expr $clk_period * $clk_io_pct] -clock clk0 $non_clock_inputs
set_output_delay [expr $clk_period * $clk_io_pct] -clock clk0 [all_outputs]
==> results.cfg <==
; physical design summary
[power_and_ir_drop]
max-vdd-ir-drop_v = 0.0000754
p_int_w = 0.000394
power.density_nw_per_um2 = 142
p_sw_w = 0.000264
p_comb_frac = 0.666
leakage_nw = 2.05
p_seq_frac = 0.216
clockPowerShare = 0.118
sw_frac_of_total = 0.401

[synthesis]
synth.cell_area_um2 = 3360
seq_area_frac_synth = 0.179
ys_sh_mux = 0.0629
ys_sh_adder = 0.140
netlist.top_cell.by_instances = a21oi_1
area_leaders = dfxtp_1 18%, ha_1 13%, xnor2_1 8.6%
yosys-stat-area_um2 = 3360
netlist.area_leader.share = 0.179
simple_gate_area_frac = 0.183
yosysWarnings = 1
yosys_most_used_dff = dfxtp_1
synth-edff-count = 0
top_area_cell = dfxtp_1
topCombFamilyByArea = AND-OR/OR-AND gates
aoi_share = 0.234
netlist_top_cells_count = 45 x a21oi_1, 43 x nand2_1, 36 x ha_1, 33 x xnor2_1, 30 x dfxtp_1
postSynthAreaPerCell_um2 = 7.86
synth-async-reset-ratio = 0
ys.flops = 30
ys_cells = 428
xor_area_frac = 0.143
synth_cells = 428
ys_types = 52

[sta]
tightest_slew_ps = 827
setup_violations = 0
finClkSkew_ps = 5.17
max_slew_margin = 0.447
finalWorstSetupSlack_ps = 7830
post-route-period-util = 0.429
fin_tns_setup_ps = 0
period_needed_ps = 5870
rsz0062_at_grt = false
report.final.slew_viol_count = 0
hold_viol_final = 0
clock.fmax_ghz = 0.170

[drt]
vias = 3435
viasPerCell = 5.56
drt_iter0_markers = 159
post_drt_wl_per_cell_um = 14.6
drtAntennaViolNets = 0
drt_wl_total_um = 9000
num_antenna_cells = 0
first_pass_iters = 46
drc = 26

[worst_setup_path]
setup.worst_path.end_class = output port
criticalPathCategory = reg2out
arrival_ps = 3130
crit_fanout = 5
required_ps = 10960
cp-start-kind = flop

[clocking]
cts_tree = done
cts_max_level = 2
cts_resized = 0
cts_post_setup_buffers_inserted = 0
clk_latency_ps = 290
cts_sinks = 30
cts_buffer_depth = 2
ctsHoldBuffers = 0
root_buffer = clkbuf_8
cts_made_buffers = 5
clk_pin_slew_ps = 70

[global_route]
antenna_found_initial = 0
track_usage = 0.269
grt_pass1_wl_um = 15100
grt_pass1_vias = 3175
grt-ovfl-total = 0
grt_start_max_net_pins = 40

[die]
die_h_um = 84
fp-utilization = 0.523
die_w_um = 84
pin_count = 125
rows = 29
core_area_um2 = 6420
die_area_um2 = 7060

[job]
max_cap_violations = 0
warnings = 34

[outcome]
violations = DRC
status = finished, violations left

[layout]
largest_reg_flops = 30
regMostFlops = PC
area_delta_synth_final_pct = 38.1
drive_gt1_frac = 0.0610
finalInstanceArea_um2 = 4640
reg.largest.list = PC x30

[placement]
place_area_um2 = 4550
dp_hpwl_um = 6980
io_buffers = 118
preCtsSetupSlack_ps = 7860
gp_congestion = 0.909

[hold_path]
min_path_type = reg2reg
==> cell type report <==
class | instances | area (µm²)
Multi-Input combinational cell | 362 | 2580
Timing Repair Buffer | 120 | 1200
Fill cell | 492 | 1780
Clock buffer | 7 | 86.3
Sequential cell | 30 | 601
Tap cell | 77 | 96.3
Inverter | 21 | 78.8
Clock inverter | 1 | 5.00
==> metal layers <==
layer / GRT usage / vias to the layer above / routed length [µm]
met5: 0 / - / 0
met4: 0.0455 / 0 / 135
met3: 0.0341 / 14 / 688
met2: 0.405 / 135 / 3880
met1: 0.423 / 1540 / 4300
li1: - / 1746 / -
==> final timing paths <==
check	from	end	slack, ps	cells after the start
worst max-delay path	PC[2]	PCPlus[30]	7830	9
worst min-delay path	PC[31]	PC[31]	610	2
worst max register to register	PC[2]	PC[31]	9450	18
worst min register to register	PC[31]	PC[31]	610	2
==> power groups by stage <==
stage	Combinational (W)	Sequential, W	Clock [W]
finish	0.000438	0.000142	0.0000775
global route	0.000486	0.000147	0.0000846
CTS	0.000438	0.000142	0.0000799
==> critical path, stage by stage, from the launching register on <==
cell and delay (ps):
dfxtp_1 400, ha_1 240, nand2_1 70, nor2_1 250, and4_1 370, nand3_1 240, nor2_1 330, nand4_1 150
xnor2_1 280, clkdlybuf4s50_1 520
==> metrics by stage <==
step / utilization / hold WS (ps) / std cells / power [W]
6_report: 0.723 / 606 / 618 / 0.000658
3_3_place_gp: 0.709 / 590 / 610 / 0.000574
3_5_place_dp: 0.709 / 597 / 610 / 0.000577
2_1_floorplan: - / 533 / 431 / 0.000414
4_1_cts: 0.723 / 614 / 618 / 0.000659
5_1_grt: 0.723 / 665 / 618 / 0.000718
==> layout by cell type (no fill, tap or decap), drive strengths merged, types with 4 or more instances in the layout <==
| master | Yosys | final |
|---|---|---|
| a211oi | 5 | 5 |
| nor2 | 28 | 28 |
| clkdlybuf4s50 | 0 | 118 |
| mux2i | 11 | 11 |
| mux2 | 9 | 9 |
| o21bai | 5 | 5 |
| nor3 | 9 | 9 |
| inv | 20 | 20 |
| o21ai | 26 | 26 |
| a21o | 20 | 20 |
| a41oi | 4 | 4 |
| nand2 | 43 | 43 |
| clkbuf | 9 | 7 |
| xor2 | 22 | 22 |
| dfxtp | 30 | 30 |
| ha | 36 | 36 |
| xnor2 | 33 | 33 |
| conb | 1 | 4 |
| nand3 | 8 | 8 |
| a21oi | 48 | 48 |
| and3 | 12 | 12 |
| nand4 | 8 | 8 |
==> logic make-up (layout without fill, tap and decap cells) <==
group	count (synthesis)	in the layout
AND/OR/NAND/NOR	125	125
AND-OR/OR-AND	121	121
XOR/XNOR	55	55
buffers and inverters	39	149
adder cells (fa/ha/maj)	37	37
flip-flops	30	30
multiplexers	20	20
other	1	4
Power is estimated from default activity; no workload was simulated.
