[./constraint.sdc]
current_design control

set clk_period 2.1
set clk_io_pct 0.2

create_clock -name clk0 -period $clk_period

set non_clock_inputs [all_inputs -no_clocks]
set_input_delay [expr $clk_period * $clk_io_pct] -clock clk0 $non_clock_inputs
set_output_delay [expr $clk_period * $clk_io_pct] -clock clk0 [all_outputs]
[./design.v]
module control(
	input [5:0] op,
	input [5:0] funct,
	output RegDst,
	output ALUSrc,
	output MemtoReg,
	output RegWrite,
	output MemRead,
	output MemWrite,
	output Branch,
	output [3:0]ALUOp,
	output Jump
);
parameter ADD = 6'b0;
parameter ADDI = 6'b1000;
parameter AND = 6'b0;
parameter BGTZ = 6'b111;
parameter J = 6'b10;
parameter LW = 6'b100011;
parameter SW = 6'b101011;
parameter ORI = 6'b001101;
reg [11:0] pack;
assign Jump = pack[11];
assign ALUOp = pack[10:7];
assign Branch = pack[6];
assign MemWrite = pack[5];
assign MemRead = pack[4];
assign RegWrite = pack[3];
assign MemtoReg = pack[2];
assign ALUSrc = pack[1];
assign RegDst = pack[0];
always @*
begin
	case(op)
		ADD: pack = 'b0_0010_0_001_001;
		ADDI:pack = 'b0_0010_0_001_010;
		BGTZ:pack = 'b0_1000_1_000_01x;
		J:   pack = 'b1_xxxx_x_000_xxx;
		LW:  pack = 'b0010_0_011_110;
		ORI: pack = 'b0001_0_001_010;
		SW:  pack = 'b0010_0_100_x1x;
		default:
			pack = 0;
	endcase
end
endmodule
[./config.mk]
export PLATFORM = sky130hd
export DESIGN_NAME = control
export DESIGN_NICKNAME = control
export VERILOG_FILES = /design/flow/design.v
export SDC_FILE = /design/flow/constraint.sdc
export NUM_CORES = 4
export LEC_CHECK = 1
export CORE_AREA = 10 10 70 70
export DIE_AREA = 0 0 80 80
[./run.sh]
#!/bin/bash
# OpenROAD 26Q1-2900-gdf79404cd8, Yosys 0.63+post, stock flow scripts
make -C /OpenROAD-flow-scripts/flow DESIGN_CONFIG=/design/flow/config.mk WORK_HOME=/design/flow/orfs finish
==> impl_metrics.yaml <==
# yosys + openroad results
status:
  status: "complete, no violations"
final_timing:
  setup_tns_ns: 0
  fmax_mhz: 489
  final_max_slew_viol_count: 0
  timing.hold.ws_ns: 1.29
  setup_viol: 0
  fin_ws_ns: 0.0568
  finalCritPeriodShare_pct: 97.3
  hold_viol: 0
  min_period_ns: 2.04
power:
  p_per_area_nw_per_um2: 114
  peakVddDrop_mv: 0.0183
  total_power_w: 0.0000552
  p_leak_nw: 0.205
floorplan:
  fp.dieW_um: 80
  core_sq_um: 3420
  pin_count: 24
  std_cell_rows: 21
  fp_util_pct: 5.49
  fp.dieH_um: 80
  die-area_sq_um: 6400
synthesis:
  area_leaders: "nor4b_4 13%, buf_4 12%, nor4_1 10%, nand2_1 8.0%, buf_6 6.0%"
  synthDistinctLibCells: 20
  ys_seq_share_pct: 0
  yosysTopAreaCell: "nor4b_4"
  common_cells: "4 x nand2_1, 3 x buf_4, 3 x nor4_1"
  ys_chip_area_sq_um: 188
  netlist_area_sq_um: 188
  yosys_warnings: 1
  yosysMostFrequentCell: "nand2_1"
  syn_inst: 28
  ys_cells: 28
  yosys.area.top_type_share_pct: 12.7
  postSynthAreaPerCell_sq_um: 6.70
global_routing:
  grt_pass1_wl_um: 1330
  grt_start_max_net_pins: 8
  grt_pass1_vias: 275
  antenna_found_initial: 0
  grt_use_total_pct: 2.49
  grt_remaining_overflow: 0
flow_run:
  maxCapViolCount: 0
  warning_count: 39
finish:
  fill_cells: 394
  area.growth.synth_to_final_pct: 158
  clock_buffers: 0
  register_area_sq_um: 0
  logic_area_sq_um: 204
  drive_above_1_share_pct: 51.0
  final_cell_count_no_fill: 95
  ff_count: 0
placed_design:
  hpwlAfterDp_um: 751
  dp_slack_ns: -0.429
  placedCellCount: 95
  io_buffers: 17
  place_congestion: 0.724
drt:
  drc: 0
  routed_via_density: 2.92
  dr.first_iter.drc_count: 11
  wl_per_cell_um: 9.62
  antenna_cells: 0
  antenna_left: 0
  drtPass1Iterations: 4
  vias: 277
  finalWirelength_um: 914
setup_path:
  path_class: "input port to output pin"
  cp-start-kind: "input port"
  crit_fanout: 6
  cpPeakStageDelay_ns: 0.46
  path_cells: "clkdlybuf4s18_2, nand2_2, nor4_4, buf_4, clkdlybuf4s50_1"
  required_ns: 1.68
  end_kind: "output pin"
  cpMaxStageDelayCell: "clkdlybuf4s50_1"
  cp.arrival_ns: 1.62
hold_path:
  hold_path_end: "Jump"
  min_from: "op[0]"
  min_path_type: "input port to output pin"
  holdPathStages: 4
[cells in the final DEF (no fill, tap or decap), types with 2 or more instances in the layout]
cell type / Yosys / final
nand2_1: 4 / 3
dlymetal6s2s_1: 0 / 2
clkbuf_2: 0 / 3
nor4_2: 0 / 2
buf_4: 3 / 8
clkdlybuf4s15_2: 0 / 2
dlygate4sd2_1: 0 / 3
clkdlybuf4s50_1: 0 / 6
[repair_timing]
action / 4_1_cts / 5_1_grt
cloned: 0 / 0
buffers inserted: 0 / 1
resized: 22 / 13
hold buffers: 0 / 0
pin swaps: 4 / 2
setup endpoints to repair: 11 / 8
[worst max path at each step]
stage | from | to | depth (start not counted)
after global routing | op[2] | ALUOp[3] | 5
final | op[2] | ALUOp[3] | 5
after CTS | op[4] | Jump | 5
[stage by stage]
| stage | util [%] | area, sq um |
|---|---|---|
| 2_1_floorplan | - | 188 |
| 3_3_place_gp | 12.9 | 442 |
| 3_5_place_dp | 12.9 | 442 |
| 4_1_cts | 13.6 | 463 |
| 5_1_grt | 14.2 | 484 |
| 6_report | 14.2 | 484 |
[report_power, final]
group / internal, W / total [W] / switching [W] / leakage, nW
registers: 0 / 0 / 0 / 0
logic: 0.0000275 / 0.0000552 / 0.0000277 / 0.205
clock network: 0 / 0 / 0 / 0
total: 0.0000275 / 0.0000552 / 0.0000277 / 0.205
[layout make-up]
class                           count  share of cell area, %
Timing Repair Buffer               25                   45.2
Multi-Input combinational cell     23                   42.1
Inverter                            1                  0.775
Tap cell                           46                   11.9
[metal layers]
layer	GRT usage, %	up-vias	part of all wire [%]
li1	-	146	-
met1	3.43	122	45
met2	4.17	9	47
met3	0.455	0	8.4
met4	0	0	0
met5	0	-	0
[worst max-delay path: cells and delay by family]
family                 cells  cell delay, ns
AND/OR/NAND/NOR            2            0.33
buffers and inverters      3            0.88
[cells by family after synthesis]
kind of cell              Yosys count  synth area share (%)
other                               1                  2.00
and+or+nand+nor                    17                  58.7
buffers and inverters               5                  20.0
AOI/OAI and AO/OA                   4                  14.7
xor gates and xnor gates            1                  4.67
No activity file was given, so power comes from the tool's default toggle rates.
