$ cat design.v
module mux(
    input opt,
    input [31:0] op1,
    input [31:0] op2,
    output [31:0] out
    );
assign out = opt ? op2 : op1;
endmodule
$ cat run.sh
#!/bin/bash
# OpenROAD 26Q1-2900-gdf79404cd8, Yosys 0.63+post, stock flow scripts
make -C /OpenROAD-flow-scripts/flow DESIGN_CONFIG=/design/flow/config.mk WORK_HOME=/design/flow/orfs finish
$ cat config.mk
export PLATFORM = sky130hd
export DESIGN_NAME = mux
export DESIGN_NICKNAME = mux
export VERILOG_FILES = /design/flow/design.v
export SDC_FILE = /design/flow/constraint.sdc
export NUM_CORES = 4
export LEC_CHECK = 1
export CORE_AREA = 10 10 70 70
export DIE_AREA = 0 0 80 80
$ cat constraint.sdc
current_design mux

set clk_period 1.0
set clk_io_pct 0.2

create_clock -name clk0 -period $clk_period

set non_clock_inputs [all_inputs -no_clocks]
set_input_delay [expr $clk_period * $clk_io_pct] -clock clk0 $non_clock_inputs
set_output_delay [expr $clk_period * $clk_io_pct] -clock clk0 [all_outputs]
==> metrics.cfg <==
[placement]
numPortBuffers=97
place_congestion=0.7597
hpwl_mm=2.408
dp.cells=177

[routing]
routed_wl_mm=2.922
drt_iter0_drc=3
drtPass1Iterations=2
antennaDiodeCount=0
vias_per_cell=3.978
ant_nets=0
drcViolationCount=0
wire_per_inst_um=16.14
vias=720

[synth]
yosys_cells=36
top_logic_kind=multiplexers
largest_area_cell=mux2_4
netlist_instances=36
compound_area_frac=0
area_leaders=mux2_4, buf_12, mux2_2, buf_6
adder_share=0
synth-xor-area-share=0
syn-cell-area_um2=544.3
yosysTopAreaCellShare=0.8276
yosys_warnings=0
ys_sh_mux=0.8690
syn_area_per_cell_um2=15.12
yosys.stat.seqShare=0
synth_cell_types=4
ys_sh_simple=0
yosys_area_um2=544.3

[sta]
layout_setup_ws_ns=-0.1008
setup_viol=32
timing.final.crit_share=1.101
timing.hold.ws_ns=0.7942
period_minus_slack_ns=1.101
worst_slew_pin_slew_ns=0.09916
hold_viol_final=0
rsz0062_at_grt=yes
relSlewSlack=0.9339
fmax_mhz=908.5
maxSlewViolCount=0

[layout]
clkbuf_count=0
layout.cells.most_common=dlygate4sd2_1
ff_latch_area_um2=0
area_delta_synth_final_pct=187.6
flops=0
stdcell_count=181
fill_cells=335
most-common-layout-cells=dlygate4sd2_1, mux2_4, buf_6
drive_gt1_frac=0.5259

[power]
power.density_nw_per_um2=393.6
ir_worst_vdd_uv=185.3
p_leak_nw=0.8516

[floorplan]
io_pins=97
die_y_um=80
rows=21
chip_area_um2=6400
initCoreUtil=0.1593
core_um2=3416
die_x_um=80

[grt]
antenna_found_initial=0
grtUsageTotal=0.08289
grt_pass1_vias=811
grt_max_degree=10
grt_pass1_wl_mm=4.305
grt_overflow_total=0

[clocking]
cts_setup_buffers=0
hold_buffers=0

[setup_path]
worst-path-max-fanout=6
cp-end-kind=output port
start_kind=input pin
critPathRequiredTime_ns=0.80
critPathKind=in2out
critical_path_arrival_ns=0.90
cp-startpoint=opt

[job]
cap_violations=0
tool_warnings=34

[worst_hold_path]
holdCritPathClass=in2out
worstHoldStart=op1[25]

[run_status]
violations=setup timing
status=finished with violations

final timing paths:
check	to	cells after the start
max	out[26]	4
min	out[25]	3
Yosys cell counts, drive strengths merged:
master,instances
buf,4
mux2,32
power by group:
part           total, mW  switching, mW  internal, mW
clock network          0              0             0
registers              0              0             0
logic              0.616          0.138         0.478
cells by family (layout without fill, tap and decap cells):
logic type / after synthesis / count (layout)
muxes: 32 / 32
buffers and inverters: 4 / 103
critical path, cell delays in order:
cell and delay, ns:
buf_16 0.13, clkbuf_16 0.16, mux2_4 0.30, buf_6 0.11
through the flow:
step / power (mW) / cell area [µm²] / TNS, ns / utilization / setup slack [ns]
after CTS: 0.5934 / 1501 / -2.586 / 0.4396 / -0.09179
after floorplan: 0.2063 / 544.3 / 0 / - / 0.06690
after detailed placement: 0.6564 / 1536 / -15.30 / 0.4498 / -0.4961
final: 0.6161 / 1565 / -2.638 / 0.4582 / -0.1008
after global placement: 0.6539 / 1536 / -15.26 / 0.4498 / -0.4924
after global routing: 0.6619 / 1565 / -3.262 / 0.4582 / -0.1100
cell type report:
class / count / area (µm²) / share of cell area
Multi-Input combinational cell: 32 / 480.5 / 0.3070
Tap cell: 46 / 57.56 / 0.03677
Timing Repair Buffer: 103 / 1027 / 0.6563
metal layers:
metal / GRT usage / up-vias / wire, µm
met5: 0 / - / 0
met4: 0.007042 / 0 / 21
met3: 0.02500 / 2 / 278
met2: 0.1388 / 53 / 1432
met1: 0.1055 / 323 / 1188
li1: - / 342 / -
timing repair:
item                       CTS  global route
cloned                       3             1
setup endpoints to repair   32            32
gates resized              186             6
Power is estimated from default activity; no workload was simulated.
